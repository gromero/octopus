==> /design/flow/design.v <==
module eq1 #(ADDRESS_BUS_SIZE=3, DATA_BUS_SIZE=8) (scl, sda);
localparam ADDRESS_BUS_SIZE1   = ADDRESS_BUS_SIZE - 1;
localparam DATA_BUS_SIZE1      = DATA_BUS_SIZE - 1;
localparam MEMORY_SIZE         = 2 ** ADDRESS_BUS_SIZE;
localparam MEMORY_SIZE1        = MEMORY_SIZE - 1;
localparam COMMAND_SIZE        = 1 + 1 + ADDRESS_BUS_SIZE + DATA_BUS_SIZE + 1;  
localparam COMMAND_SIZE1       = COMMAND_SIZE -1;
localparam COMMAND_BIT_SIZE    = COMMAND_SIZE ** (1/2);
input wire scl;
inout wire sda;
reg reg_sda;
reg rd_wr;
reg rd_wr_state = 1'b0;
reg [DATA_BUS_SIZE1:0] memory [0:MEMORY_SIZE1];
reg [4:0] bit_counter = 5'h0;
reg [18:0] memory_address = 19'h0;
reg [2:0] memory_bit_offset;
always @ (posedge scl)
begin
  if (sda == 1'b0 && bit_counter == 5'd0)
  begin
    bit_counter = bit_counter + 1;
  end 
  else if (bit_counter == 5'd1)
  begin
    rd_wr = sda;
    bit_counter = bit_counter + 1;
  end
  else if (bit_counter <= 5'd21)
  begin
    memory_address = {memory_address[17:0], sda};
    bit_counter = bit_counter + 1;
  end
  else if (bit_counter <= 5'd29)
  begin
    if (rd_wr == 0)           
    begin
      rd_wr_state = 1'b0;
      memory_bit_offset = bit_counter - 5'd22;
      memory[memory_address][memory_bit_offset] = sda;
      bit_counter = bit_counter + 1;
    end
    else   
    begin
      rd_wr_state = 1'b1;
      memory_bit_offset = bit_counter - 5'd22;
      reg_sda = memory[memory_address][memory_bit_offset];
      bit_counter = bit_counter + 1;
    end
  end
  else
  begin
    rd_wr_state = 1'b0;
    bit_counter = 5'd0;
  end
end
assign sda = rd_wr_state ? reg_sda : 1'bZ;
endmodule
==> /design/flow/run.sh <==
#!/bin/bash
# OpenROAD 26Q1-2900-gdf79404cd8, Yosys 0.63+post, stock flow scripts
make -C /OpenROAD-flow-scripts/flow DESIGN_CONFIG=/design/flow/config.mk WORK_HOME=/design/flow/orfs finish
==> /design/flow/config.mk <==
export PLATFORM = sky130hd
export DESIGN_NAME = eq1
export DESIGN_NICKNAME = eq1
export VERILOG_FILES = /design/flow/design.v
export SDC_FILE = /design/flow/constraint.sdc
export NUM_CORES = 4
export LEC_CHECK = 1
export CORE_UTILIZATION = 50
==> /design/flow/constraint.sdc <==
current_design eq1

set clk_period 4.3
set clk_io_pct 0.2

create_clock -name clk0 -period $clk_period [get_ports {scl}]

set non_clock_inputs [all_inputs -no_clocks]
set_input_delay [expr $clk_period * $clk_io_pct] -clock clk0 $non_clock_inputs
set_output_delay [expr $clk_period * $clk_io_pct] -clock clk0 [all_outputs]
==> impl_metrics.py <==
# Flow results
metrics = {
    "clock_tree": {
        "cts_resized": 0,
        "ctsLongestPathBuffers": 2,
        "clock-sinks": 74,
        "cts_made_buffers": 9,
        "cts-root-buf": "clkbuf_8",
        "holdBufCountCts": 0,
        "post_cts_buffers": 0,
        "cts-htree-levels": 3,
    },
    "synth": {
        "synth_top_area_share_pct": 54.7,
        "yosys-stat-cells": 310,
        "edf_count": 69,
        "mux_share_pct": 4.76,
        "ys_sh_xor_pct": 1.16,
        "ys_types": 51,
        "synthAoiAreaFrac_pct": 20.9,
        "synth_warnings": 3,
        "common_cells": "69 x edfxtp_1, 48 x a21o_1, 27 x nand2_1, 19 x nor2_1, 12 x o21ai_0",
        "synthCells": 310,
        "ys_seq_share_pct": 57.4,
        "synthArstFlopShare_pct": 0,
        "synth.most_common_cell": "edfxtp_1",
        "postSynthAreaPerCell_um2": 12.2,
        "post-synth-top-area-cell": "edfxtp_1",
        "simple_gate_share_pct": 9.72,
        "ys.flop_type": "edfxtp_1",
        "numSynthFlops": 74,
        "logic_family": "AND-OR/OR-AND gates",
        "top_cells_by_area": "edfxtp_1 55%, a21o_1 9.5%, nand2_1 2.7%",
        "fa_ha_area_share_pct": 2.31,
        "ys_area_um2": 3790,
        "netlist_area_um2": 3790,
    },
    "placed_design": {
        "io_buffers": 0,
        "hpwlAfterDp_um": 6300,
        "dp_cells": 405,
        "gp_congestion": 0.921,
        "dp_slack_ns": 1.27,
    },
    "run_status": {
        "run.stop_error": "[error] [KeplerFormal.cpp:679] Workflow failed: Iso has multiple drivers: .sda0, sda$_DFFE_PP_.Q0",
        "status": "aborted with a tool error",
        "stop_stage": "clock tree synthesis",
    },
    "floorplan": {
        "rows": 31,
        "ioPinCount": 2,
        "fp.dieW_um": 89.0,
        "fp_util_pct": 51.9,
        "fp.dieH_um": 89.0,
    },
}
## per-stage QoR
step | cell area (um2) | power, mW
detailed placement | 3890 | 0.790
global placement | 3890 | 0.791
floorplan | 3790 | 0.790
## logic make-up after synthesis
kind of cell	Yosys count
AND/OR/NAND/NOR	76
adder cells (fa/ha/maj)	7
buffers and inverters	25
AND-OR/OR-AND	108
multiplexers	15
flip-flops	74
XOR/XNOR	5
Power is estimated from default activity; no workload was simulated.
